--- flow/config.mk ---
export PLATFORM = sky130hd
export DESIGN_NAME = em_74161
export DESIGN_NICKNAME = em_74161
export VERILOG_FILES = /design/flow/design.v
export SDC_FILE = /design/flow/constraint.sdc
export NUM_CORES = 4
export LEC_CHECK = 1
export CORE_AREA = 10 10 70 70
export DIE_AREA = 0 0 80 80
--- flow/constraint.sdc ---
current_design em_74161

set clk_period 1.2
set clk_io_pct 0.2

create_clock -name clk0 -period $clk_period [get_ports {clk}]

set non_clock_inputs [all_inputs -no_clocks]
set_input_delay [expr $clk_period * $clk_io_pct] -clock clk0 $non_clock_inputs
set_output_delay [expr $clk_period * $clk_io_pct] -clock clk0 [all_outputs]
--- flow/design.v ---
module em_7400(a1, b1, y1, a2, b2, y2, a3, b3, y3, a4, b4, y4) ;
	input a1 ;
	input b1 ;
	input a2 ;
	input b2 ;
	input a3 ;
	input b3 ;
	input a4 ;
	input b4 ;
	output y1 ;
	output y2 ;
	output y3 ;
	output y4 ;
	assign y1 = ~(a1 & b1) ;
	assign y2 = ~(a2 & b2) ;
	assign y3 = ~(a3 & b3) ;
	assign y4 = ~(a4 & b4) ;
endmodule
module em_7402(a1, b1, y1, a2, b2, y2, a3, b3, y3, a4, b4, y4) ;
	input a1 ;
	input b1 ;
	input a2 ;
	input b2 ;
	input a3 ;
	input b3 ;
	input a4 ;
	input b4 ;
	output y1 ;
	output y2 ;
	output y3 ;
	output y4 ;
	assign y1 = ~(a1 | b1) ;
	assign y2 = ~(a2 | b2) ;
	assign y3 = ~(a3 | b3) ;
	assign y4 = ~(a4 | b4) ;
endmodule
module em_7404(a1, y1, a2, y2, a3, y3, a4, y4, a5, y5, a6, y6) ;
	input a1 ;
	input a2 ;
	input a3 ;
	input a4 ;
	input a5 ;
	input a6 ;
	output y1 ;
	output y2 ;
	output y3 ;
	output y4 ;
	output y5 ;
	output y6 ;
	assign y1 = ~a1 ;
	assign y2 = ~a2 ;
	assign y3 = ~a3 ;
	assign y4 = ~a4 ;
	assign y5 = ~a5 ;
	assign y6 = ~a6 ;
endmodule
module em_7410(a1, b1, c1, y1, a2, b2, c2, y2, a3, b3, c3, y3) ;
	input a1 ;
	input b1 ;
	input c1 ;
	input a2 ;
	input b2 ;
	input c2 ;
	input a3 ;
	input b3 ;
	input c3 ;
	output y1 ;
	output y2 ;
	output y3 ;
	assign y1 = ~(a1 & b1 & c1) ;
	assign y2 = ~(a2 & b2 & c2) ;
	assign y3 = ~(a3 & b3 & c3) ;
endmodule
module em_7420(a1, b1, c1, d1, y1, a2, b2, c2, d2, y2) ;
	input a1 ;
	input b1 ;
	input c1 ;
	input d1 ;
	input a2 ;
	input b2 ;
	input c2 ;
	input d2 ;
	output y1 ;
	output y2 ;
	assign y1= ~(a1 & b1 & c1 & d1) ;
	assign y2= ~(a2 & b2 & c2 & d2) ;
endmodule
module em_7425(a1, b1, c1, d1, y1, a2, b2, c2, d2, y2) ;
	input a1 ;
	input b1 ;
	input c1 ;
	input d1 ;
	input a2 ;
	input b2 ;
	input c2 ;
	input d2 ;
	output y1 ;
	output y2 ;
	assign y1 = ~(a1 | b1 | c1 | d1) ;
	assign y2 = ~(a2 | b2 | c2 | d2) ;
endmodule
module em_7427(a1, b1, c1, y1, a2, b2, c2, y2, a3, b3, c3, y3) ;
	input a1 ;
	input b1 ;
	input c1 ;
	input a2 ;
	input b2 ;
	input c2 ;
	input a3 ;
	input b3 ;
	input c3 ;
	output y1 ;
	output y2 ;
	output y3 ;
	assign y1 = ~(a1 | b1 | c1) ;
	assign y2 = ~(a2 | b2 | c2) ;
	assign y3 = ~(a3 | b3 | c3) ;
endmodule
module em_7430(a1, b1, c1, d1, e1, f1, g1, h1, y1) ;
	input a1 ;
	input b1 ;
	input c1 ;
	input d1 ;
	input e1 ;
	input f1 ;
	input g1 ;
	input h1 ;
	output y1 ;
	assign y1 = ~(a1 & b1 & c1 & d1 & e1 & f1 & g1 & h1) ;
endmodule
module em_7486(a1, b1, y1, a2, b2, y2, a3, b3, y3, a4, b4, y4) ;
	input a1 ;
	input b1 ;
	input a2 ;
	input b2 ;
	input a3 ;
	input b3 ;
	input a4 ;
	input b4 ;
	output y1 ;
	output y2 ;
	output y3 ;
	output y4 ;
	assign y1 = a1 ^ b1 ;
	assign y2 = a2 ^ b2 ;
	assign y3 = a3 ^ b3 ;
	assign y4 = a4 ^ b4 ;
endmodule
module em_74138(out, e1, e2, e3, a) ;
	input [2:0]a ;
	input e1 ;
	input e2 ;
	input e3 ;
	output [7:0]out ;
	reg [7:0] out ;
	always @ (a or e1 or e2 or e3)
	begin
		out = 8'd0 ;
		case(a)
			3'd0 : out = 8'd1 ;
			3'd1 : out = 8'd2 ;
			3'd2 : out = 8'd4 ;
			3'd3 : out = 8'd8 ;
			3'd4 : out = 8'd16 ;
			3'd5 : out = 8'd32 ;
			3'd6 : out = 8'd64 ;
			3'd7 : out = 8'd128 ;
			default : $display("Impossible condition\n") ;
		endcase ;
		if(!e1 && !e2 && e3)
			out = 8'd0 ;
	end
endmodule
module em_74154(out, e1, e2, a) ;
	input [3:0]a ;
	input e1 ;
	input e2 ;
	output [15:0]out ;
	reg [15:0] out ;
	always @ (a or e1 or e2)
	begin
		out = 16'd0 ;
		case(a)
			4'd0 : out = 16'd1 ;
			4'd1 : out = 16'd2 ;
			4'd2 : out = 16'd4 ;
			4'd3 : out = 16'd8 ;
			4'd4 : out = 16'd16 ;
			4'd5 : out = 16'd32 ;
			4'd6 : out = 16'd64 ;
			4'd7 : out = 16'd128 ;
			4'd8 : out = 16'd256 ;
			4'd9 : out = 16'd512 ;
			4'd10 : out = 16'd1024 ;
			4'd11 : out = 16'd2048 ;
			4'd12 : out = 16'd4096 ;
			4'd13 : out = 16'd8192 ;
			4'd14 : out = 16'd16384 ;
			4'd15 : out = 16'd32768 ;
			default : $display("Impossible condition\n") ;
		endcase ;
		if(!e1 && !e2)
			out = 16'd0 ;
	end
endmodule
module em_74161(clk, nclr, nload, ent, enp, rco, count, parallel_in) ;
	input clk ;
	input nclr ;
	input nload ;
	input ent ;
	input enp ;
	input [3:0] parallel_in ;
	output rco ;
	output [3:0] count ;
	reg [3:0] count ;
	reg rco;
	always @ (count or ent)
	if((count == 15) && (ent == 1'b1))
		rco = 1'b1 ;
	else
		rco = 1'b0 ;
	always @ (posedge clk or negedge nclr)
	begin
		if(nclr == 1'b0)
			count <= 4'd0 ;
		else if(nload == 1'b0)
			count <= parallel_in ;
		else if((ent == 1'b1) && (enp == 1'b1))
			count <= (count + 1) % 16 ;
	end
endmodule
--- flow/run.sh ---
#!/bin/bash
# OpenROAD 26Q1-2900-gdf79404cd8, Yosys 0.63+post, stock flow scripts
make -C /OpenROAD-flow-scripts/flow DESIGN_CONFIG=/design/flow/config.mk WORK_HOME=/design/flow/orfs finish
==> run notes <==
Headroom to the max-slew limit came out at 81.21%. The initialized floorplan defines 21 standard-cell rows. Pins over their slew limit in the final report were tallied at 0. The portion of total power attributed to sequential cells is 32.5%, and the cell depth of the worst flop-to-flop path is 4. The floorplan step set the die height to 80 um. The critical path endpoint has a required time of 960 ps.

On the final layout, the worst clock skew is 1.029 ps. The run gives 0.2461 mV for the highest ir drop seen on vdd. Number of remaining DRC errors: 0. The tools report the category of the worst setup path launch point as a register.

The share of the clock period used by the worst path is 106.7%, and the total cells reported by yosys after synthesis is 23. At the end of routability-driven placement, the weighted congestion stood at 0.7797. The post-synth count of flops with an enable pin is 0. The run gives 269 as the number of vias in the routed layout. With the netlist area before placement at 217.7 um^2, the flip-flop count of the largest register, all copies and words added is 4. Via count of the first global-routing pass: 310.

The run gives 781.2 MHz for the top achievable clock speed. For this design the ratio of total power to cell area is 989.9 nW/um^2. In this run the mean area of a mapped cell was 9.466 um^2. Input and output buffers added on the ports amount to 13.

The first global-routing pass estimated 1414 um of wire. On the worst setup and hold paths after CTS, the clock-pin slew comes to 30 ps. The run gives -80.12 ps as the smallest setup slack after layout.

The worst min-delay path category is in -> async. The post-cts hold-fix buffer tally was 0. Per the log, the first TritonRoute iteration ended with a DRC count of 5.

The routed length on met1 was 424 um. The chip area line in the Yosys stat output reads 217.7 um^2. The iteration tally of the first detailed-router pass was 2.

The routed design uses 196 um of met3 wire. The run gives 0 as the count of antenna diodes in the layout. The largest registers in the layout are count: 4 flops. The run gives 0 for the reported max-cap violation count.

The fraction of layout instances using a drive strength above 1 was 39.58%. The worst endpoint data arrival time was 1040 ps; the transition time at the pin with the least slew margin was 281.0 ps. For this run, the number of standard cells in the final layout without fillers is 94. For the worst reg-to-reg path, the startpoint reported by OpenROAD is count[3]$_DFFE_PN0P_. The run gives 0 for the final tally of hold violations.

The flow ran to the end, but the final reports show violations. Dividing the detail-routed wire length by the instance count gives 9.277 um. For the instance area at placement, the log shows 446.7 um^2. TritonCTS built the clock tree. The later pin in the worst-skew pair is clocked with a latency of 230 ps. In this run the full chip footprint comes out at 6400 um^2. Clock root buffer: clkbuf_4.

For the synthesis warning total, the log shows 1. Routed signal wires occupy layers up through met3. The kind of critical path was reg -> out. Per the CTS log, the buffer count on the longest clock path is 2. The run gives 24.43% for the net switching share of the total power. The cell type that accounts for the most area after synthesis is dfrtp_1. Of all flip-flops after synthesis, the portion carrying an async set or reset was 100.0%.

The net switching power in the latest report is 121.0 uW. Summed over all layers, the routed wires come to 872 um. The final reports fail on setup timing. The H-tree level count was 1; the number of synthesized register bits was 4. The largest driver fanout on the critical path was 2; the reported leakage power was 0.0002081 uW. In this run, the clock network consumes 33.1% of the power. The logs give 1 for the number of setup violations in the final report and 87 for the number of cells after detailed placement. In this run the register-to-register setup slack is 10 ps. Entering global routing, the biggest net connects 9 pins.

The number of warning messages in the logs was 27. The tools report the core outline area as 3416 um^2. For reference, the top cells by area after synthesis are dfrtp_1 (46%), xor2_1 (8.0%), a21oi_1 (6.9%). The number of distinct standard cells referenced by the synthesized netlist was 13; the count of antenna-violating nets left after detailed routing was 0. Critical path endpoint category: a primary output. Clock tree synthesis inserted a total of 3 buffers. For the combinational cell fraction of total power, the log shows 34.4%. The most used flip-flop cell is dfrtp_1.

For the tightest hold margin, the log shows 216.8 ps. The run gives 4 as the TritonCTS sink count. The share of synthesized area occupied by flip-flops and latches was 45.98%; the floorplan-stage core utilization was 6.374%. The largest register by flop count is count.

Per the detail_route report, vias per standard cell equal 2.862. For the global-route usage over all layers, the log shows 2.969%. The power report lists cell-internal power as 374.4 uW. The initial antenna violation count is 0.

The commonest cells after synthesis are dfrtp_1 (4), nor2_1 (4), a21oi_1 (3). STA on the placed design reports a worst setup slack of -433.0 ps. In this run the layout overhead on the synthesized area is reported as 129.9%. After routing the design area is 500.5 um^2.

The detailed router reports a met2 wire length of 251 um. The portion of synthesized cell area occupied by the leading cell type is 45.98%, and the total grt overflow is 0. The horizontal die dimension is 80 um. With the instance count of the mapped netlist at 23, the total I/O pin count is 14. The worst path needs 1280 ps of the cycle, external delays included.

Setup repair after global routing could not meet its margin everywhere. The endpoint of the most critical register-to-register path was count[3]$_DFFE_PN0P_.
-- logic make-up after synthesis --
logic type / share of synthesized area [%]
simple gates: 21.84
fa+ha+maj: 5.746
mux: 4.598
flops: 45.98
compound gates: 12.07
xor+xnor: 8.047
buf+inv: 1.722
-- what timing repair did --
action / CTS / global route
pin swaps: 3 / 3
endpoints found under the hold margin: 0 / 0
endpoints found under the setup margin: 6 / 3
buffers inserted: 4 / 1
resized: 16 / 3
-- cells in the final DEF, fill, tap and decap left out --
cell | Yosys | final
nand3_1 | 2 | 2
dlygate4sd2_1 | 0 | 1
clkdlybuf4s15_1 | 0 | 2
buf_2 | 0 | 1
or3_1 | 1 | 1
clkbuf_2 | 0 | 1
a21oi_1 | 3 | 3
nand2_2 | 1 | 1
o21ai_0 | 1 | 1
a31oi_1 | 1 | 1
mux2i_1 | 1 | 1
nor2_1 | 4 | 4
clkbuf_4 | 0 | 3
and4_4 | 0 | 1
ha_2 | 0 | 1
dfrtp_1 | 4 | 4
clkdlybuf4s50_1 | 0 | 7
xor2_1 | 2 | 2
buf_4 | 0 | 8
buf_6 | 0 | 3
-- power groups by stage --
stage	Clock [uW]	Combinational [uW]	Sequential [uW]
6_report	164	170	161
5_1_grt	177	190	163
4_1_cts	170	164	161
-- per-stage QoR --
stage | util (%) | power, uW | TNS, ps
3_3_place_gp | 13.08 | 307.3 | -1041
6_report | 14.65 | 495.4 | -80.12
2_1_floorplan | - | 203.4 | 0
3_5_place_dp | 13.08 | 311.2 | -1101
5_1_grt | 14.65 | 529.9 | -160.7
4_1_cts | 14.36 | 494.2 | -133.8
-- final cells by class --
cell class | count | area (um^2)
tap | 46 | 57.56
multi-input combinational | 18 | 117.6
timing repair buffer | 23 | 202.7
sequential | 4 | 100.1
fill | 397 | 2915
clock buffer | 3 | 22.52
-- per-layer routing --
metal,GRT usage (%),vias to the layer above
met3,3.636,0
met1,3.407,116
met4,0.3521,0
met5,0,-
li1,-,135
met2,3.451,18
-- worst max path at each step --
stage | from | to | slack, ps | depth (start not counted)
4_1_cts | count[1]$_DFFE_PN0P_ | rco | -90 | 3
5_1_grt | count[1]$_DFFE_PN0P_ | rco | -130 | 3
6_report | count[0]$_DFFE_PN0P_ | rco | -80 | 3
-- critical path: stages, from the launching register on --
cell and delay, ps:
dfrtp_1 340, ha_2 190, and4_4 200, buf_6 80
Power figures rest on the tool's default switching activity, not on a simulated workload.
